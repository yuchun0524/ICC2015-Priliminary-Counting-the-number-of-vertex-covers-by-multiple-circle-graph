[config.mk]
export PLATFORM = sky130hd
export DESIGN_NAME = SET
export DESIGN_NICKNAME = SET
export VERILOG_FILES = /design/flow/design.v
export SDC_FILE = /design/flow/constraint.sdc
export NUM_CORES = 4
export LEC_CHECK = 1
export CORE_UTILIZATION = 50
[constraint.sdc]
current_design SET

set clk_period 6.5
set clk_io_pct 0.2

create_clock -name clk0 -period $clk_period [get_ports {clk}]

set non_clock_inputs [all_inputs -no_clocks]
set_input_delay [expr $clk_period * $clk_io_pct] -clock clk0 $non_clock_inputs
set_output_delay [expr $clk_period * $clk_io_pct] -clock clk0 [all_outputs]
[design.v]
module SET (clk ,rst, en,central,radius, mode, busy, valid, candidate);
input clk;
input rst;
input en;
input [23:0] central;
input [11:0] radius;
input [1:0]mode;
output reg busy;
output reg valid;
output reg [7:0]candidate;
reg [3:0] x1, y1, x2, y2, x3, y3;
reg [3:0] x, y;
reg [3:0] r1, r2, r3;
reg [1:0] store_mode;
reg [3:0] state;
reg [3:0] diff_x1, diff_x2, diff_x3, diff_y1, diff_y2, diff_y3;
wire [7:0] A = r1 * r1;
wire [7:0] B = r2 * r2;
wire [7:0] C = r3 * r3;
wire [8:0] square1 = diff_x1 * diff_x1 + diff_y1 * diff_y1 ;
wire [8:0] square2 = diff_x2 * diff_x2 + diff_y2 * diff_y2 ;
wire [8:0] square3 = diff_x3 * diff_x3 + diff_y3 * diff_y3 ;
always@(posedge clk or posedge rst)
begin
  if(rst)
    begin
      busy <= 1'b0;
      valid <= 1'b0;
      {x1, y1, x2, y2, x3, y3} <= 24'd0;
      {x, y} <= 8'b00010001;
      {r1, r2, r3} <= 12'd0;
      store_mode <= 2'd0;
      state <= 4'd0;
      candidate <= 8'd0;
      {diff_x1, diff_x2, diff_x3, diff_y1, diff_y2, diff_y3} <= 24'd0;
    end
  else
    begin
      case(state)
        4'd0:begin
          if(en)
            begin
              {x1, y1, x2, y2, x3, y3} <= central;
              {r1, r2, r3} <= radius;
              store_mode <= mode;
              candidate <= 8'd0;
              valid <= 0;
              busy <= 1'b1;
              state <= 4'd1;
            end
          else
            begin
              {x1, y1, x2, y2, x3, y3} <= {x1, y1, x2, y2, x3, y3};
              {r1, r2, r3} <= {r1, r2, r3};
              store_mode <= store_mode;
              candidate <= candidate;
              valid <= valid;
              busy <= 1'b0;
              state <= 4'd0;
            end
          end
        4'd1:begin
          case(store_mode)  //synthesis parallel_case
            2'd0: state <= 4'd2;
            2'd1: state <= 4'd3;
            2'd2: state <= 4'd3;
            2'd3: state <= 4'd4;
            default: state <= 4'd0;
            endcase
          end
        4'd2:begin
          if(x >= x1)
            diff_x1 <= x - x1;
          else
            diff_x1 <= x1 - x;
          if(y >= y1)
            diff_y1 <= y - y1;
          else
            diff_y1 <= y1 - y;
          state <= 4'd5;
          end
        4'd3:begin
          if(x >= x1)
            diff_x1 <= x - x1;
          else
            diff_x1 <= x1 - x;
          if(y >= y1)
            diff_y1 <= y - y1;
          else
            diff_y1 <= y1 - y;
          if(x >= x2)
            diff_x2 <= x - x2;
          else
            diff_x2 <= x2 - x;
          if(y >= y2)
            diff_y2 <= y - y2;
          else
            diff_y2 <= y2 - y;
          case(store_mode)
            2'd1: state <= 4'd6;
            2'd2: state <= 4'd7;
            default: state <= 4'd0;
            endcase  
          end
        4'd4:begin
          if(x >= x1)
            diff_x1 <= x - x1;
          else
            diff_x1 <= x1 - x;
          if(y >= y1)
            diff_y1 <= y - y1;
          else
            diff_y1 <= y1 - y;
          if(x >= x2)
            diff_x2 <= x - x2;
          else
            diff_x2 <= x2 - x;
          if(y >= y2)
            diff_y2 <= y - y2;
          else
            diff_y2 <= y2 - y;
          if(x >= x3)
            diff_x3 <= x - x3;
          else
            diff_x3 <= x3 - x;
          if(y >= y3)
            diff_y3 <= y - y3;
          else
            diff_y3 <= y3 - y;
          state <= 4'd8;
          end
        4'd5:begin
          if(square1 <= A)
            candidate <= candidate + 1;
          else
            candidate <= candidate;
          state <= 4'd9;
          end
        4'd6:begin
          if(square1 <= A && square2 <= B)
            candidate <= candidate + 1;
          else
            candidate <= candidate;
          state <= 4'd9;
          end
        4'd7:begin
          if((square1 <= A && square2 > B) || (square1 > A && square2 <= B))
            candidate <= candidate + 1;
          else
            candidate <= candidate;
          state <= 4'd9;
          end
        4'd8:begin
          if((square1 <= A && square2 <= B && square3 > C)|| 
             (square1 <= A && square2 > B && square3 <= C)||
             (square1 > A && square2 <= B && square3 <= C))
            candidate <= candidate + 1;
          else
            candidate <= candidate;
          state <= 4'd9;
          end
        4'd9:begin
          if(x != 8)
            begin
              x <= x + 1;
              state <= 4'd1;
            end
          else
            begin
              if(y != 8)
                begin
                  x <= 1;
                  y <= y + 1;
                  state <= 4'd1;
                end
              else
                begin
                  state <= 4'd10;
                end
            end
          end
        4'd10:begin
          busy <= 0;
          valid <= 1;
          state <= 4'd0;
          x <= 1;
          y <= 1;
          end
        default:begin
          state <= 4'd0;
          end
        endcase
    end
end
endmodule
[run.sh]
#!/bin/bash
# OpenROAD 26Q1-2900-gdf79404cd8, Yosys 0.63+post, stock flow scripts
make -C /OpenROAD-flow-scripts/flow DESIGN_CONFIG=/design/flow/config.mk WORK_HOME=/design/flow/orfs finish
==> impl_metrics.py <==
# Auto-generated metrics
metrics = {
    "clock_network": {
        "clk_path_buf_depth": 2,
        "cts_tree": "done",
        "cts_sinks": 91,
        "cts_made_buffers": 9,
        "holdBufCountCts": 0,
        "clk_pin_slew_ns": 0.07,
        "cts_root_buf": "clkbuf_16",
        "insertion_delay_ns": 0.35,
        "ctsResizeCount": 0,
        "post-cts-setup-buffer-count": 0,
        "cts-htree-levels": 3,
    },
    "global_routing": {
        "grt.total_usage_pct": 20.9,
        "grt_max_degree": 56,
        "met1_usage_pct": 32.8,
        "top_usage_layer": "met1",
        "grt_pass1_vias": 5835,
        "met3_usage_pct": 3.15,
        "grt_overflow": 0,
        "grt_pass1_wl_mm": 27.1,
        "antenna_found_initial": 0,
        "met2_usage_pct": 32.4,
    },
    "drt": {
        "antenna_cells": 0,
        "via_per_inst": 5.24,
        "wl_mm": 15.5,
        "firstDrtPassIters": 4,
        "drt-wirelength-per-cell_um": 13.9,
        "num_vias": 5859,
        "drtIter0Drc": 160,
        "drc": 0,
        "drt.antenna.violating_nets": 0,
    },
    "flow_run": {
        "maxCapViolCount": 0,
        "warning_count": 50,
    },
    "setup_path": {
        "worst-path-max-fanout": 9,
        "r2r-start": "diff_x1[2]",
        "crit_required_ns": 6.74,
        "endpoint_kind": "flop",
        "crit_start": "diff_x1[2]",
        "startpoint_type": "flop",
        "max_stage_delay_ns": 0.60,
        "crit_type": "reg2reg",
        "slowest_stage": "or4_4",
        "cp.arrival_ns": 6.40,
        "r2r_setup_slack_ns": 0.35,
        "worstPathCellList": "nand2_1 -> fa_1 -> fa_1 -> fa_1 -> inv_1 -> fa_1 -> ha_1 -> fa_1 -> a21o_1 -> a21oi_1 -> xnor2_1 -> ha_1 -> a2111oi_0 -> a211o_1 -> nand2_1 -> ha_1 -> a21oi_1 -> o21ai_2 -> or4_4 -> a211o_1",
        "crit_top_cell": "fa_1",
    },
    "logic_synthesis": {
        "ys_async_sr_fraction_pct": 100,
        "top_area_cell": "dfrtp_1",
        "ys_sh_adder_pct": 30.9,
        "yosys_cells": 847,
        "synthFlopType": "dfrtp_1",
        "postSynthAreaPerCell_um2": 9.83,
        "netlist_instances": 847,
        "ys_sh_aoi_pct": 12.0,
        "enable_flop_cells": 0,
        "yosysWarnings": 2,
        "top_area_share_pct": 26.5,
        "synthSimpleGateAreaFrac_pct": 12.0,
        "ys_sh_mux_pct": 7.94,
        "ys_top_logic_family": "adder cells",
        "synth_cell_types": 60,
        "postSynthSeqShare_pct": 27.4,
        "ys_area_um2": 8320,
        "xor_area_share_pct": 3.68,
        "netlist_area_um2": 8320,
        "synth_flops": 91,
        "topCellsByArea": "dfrtp_1 (26%), ha_1 (20%), fa_1 (11%)",
    },
    "final_timing": {
        "final_hold_viol_count": 0,
        "final.setup.tns_ns": 0,
        "skew_ns": 0.0122,
        "layout_min_cycle_time_ns": 6.15,
        "grt_setup_unrepaired": "no",
        "final-setup-viol-count": 0,
        "period_used_pct": 94.7,
        "worst_pin_slew_ns": 0.679,
        "fmax_ghz": 0.162,
        "slew_headroom_pct": 54.6,
        "fin_ws_ns": 0.345,
        "report.final.slew_viol_count": 0,
    },
    "final_layout": {
        "regArea_um2": 2280,
        "syn_to_final_growth_pct": 12.4,
        "comb_area_um2": 5550,
        "fill_cells": 1328,
        "final_core_util_pct": 58.2,
        "final_cells": 1118,
        "drive_gt1_share_pct": 9.31,
    },
    "floorplan": {
        "die_x_um": 131,
        "core.rowCount": 46,
        "io_pins": 51,
        "core_um2": 16100,
        "fp_util_pct": 51.8,
        "chipArea_um2": 17200,
        "die_h_um": 131,
    },
    "hold_path": {
        "hold_start": "state[3]",
        "hold_path.class": "reg2reg",
    },
    "status": {
        "status": "completed",
    },
    "place": {
        "io_buffers": 50,
        "place.gp.congestion": 0.877,
        "post-dp-hpwl_mm": 12.5,
        "dpl_worst_slack_ns": 0.232,
        "dp.cells": 1103,
    },
}
-- flip-flops by register name, indices dropped and copies added, names as in the netlist, 2 cells and up --
signal	count
diff_x3	4
r1	4
candidate	8
x	4
diff_y3	4
y3	4
diff_x2	4
diff_y2	4
y	4
diff_x1	4
x3	4
store_mode	2
diff_y1	4
x2	4
x1	4
r3	4
y2	4
y1	4
r2	4
state	11
-- cells in the mapped netlist (all sizes together), types with 3 or more instances --
master  number
and2        31
buf          4
a32o         4
xnor2       23
or4          5
mux2i       15
a211o        6
nand4        7
nand2       51
a211oi       5
a21o        35
o21ai       15
and3         5
o211ai       3
a21oi       64
dfrtp       88
o31ai        3
nand3       12
nor3         5
nor4         4
clkbuf       9
xor2        12
fa          46
mux2        45
nand2b      11
ha         132
or3          3
nor2b       11
inv        120
dfstp        3
nor2        42
-- placed cells by master, fill, tap and decap left out, drive strengths merged, types with 7 or more instances in the layout --
master,n
a21o,35
clkdlybuf4s50,50
o21ai,15
dfrtp,88
nand3,12
clkbuf,9
and2,31
xnor2,23
nand4,7
a21oi,64
mux2i,15
fa,46
nor2,42
xor2,12
mux2,45
inv,122
nand2b,11
nor2b,11
nand2,51
ha,132
-- area by class of cell --
class                           count  area share, %
Inverter                          121           4.87
Tap cell                          216           2.89
Clock inverter                      6          0.522
Multi-Input combinational cell    622           59.3
Timing Repair Buffer               53           5.59
Sequential cell                    91           24.4
Clock buffer                        9           2.41
-- worst paths after layout --
check	end	cells after the start
worst max-delay path	candidate[2]	20
worst min-delay path	state[8]	0
worst max register to register	candidate[2]	20
worst min register to register	state[8]	0
max in group asynchronous	y[3]	3
min in group asynchronous	r1[1]	2
-- worst max-delay path: cells and delay by family, from the launching register on --
family,cells,cell delay [ns]
flip-flops,1,0.45
buffers and inverters,1,0.05
adder cells (fa/ha/maj),8,3.16
AND/OR/NAND/NOR,3,0.82
XOR/XNOR,1,0.09
AND-OR/OR-AND,7,1.49
-- metrics by stage --
step	hold WS, ns	cell area [µm²]
after floorplan	0.346	8320
after global placement	0.356	9070
after detailed placement	0.356	9070
after CTS	0.370	9350
after global routing	0.389	9350
final	0.370	9350
-- logic make-up (layout without fill, tap and decap cells) --
kind of cell / Yosys count / count (layout)
flip-flops: 91 / 91
XOR/XNOR: 35 / 35
AND-OR/OR-AND: 153 / 153
adder cells (fa/ha/maj): 178 / 178
multiplexers: 60 / 60
buffers and inverters: 134 / 189
AND/OR/NAND/NOR: 196 / 196
-- per-layer routing --
| metal | part of all wire (%) | up-vias |
|---|---|---|
| met2 | 46 | 81 |
| li1 | - | 2984 |
| met5 | 0 | - |
| met3 | 3.5 | 22 |
| met4 | 2.1 | 0 |
| met1 | 49 | 2772 |
